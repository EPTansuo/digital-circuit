## design/flow/design.v

```verilog
module ps2_keyboard(clk,clrn,ps2_clk,ps2_data,data,
                    ready,nextdata_n,overflow);
    input clk,clrn,ps2_clk,ps2_data;
    input nextdata_n;
    output [7:0] data;
    output reg ready;
    output reg overflow;      
    reg [9:0] buffer;         
    reg [7:0] fifo[7:0];      
    reg [2:0] w_ptr,r_ptr;    
    reg [3:0] count;   
    reg [2:0] ps2_clk_sync;
    always @(posedge clk) begin
        ps2_clk_sync <=  {ps2_clk_sync[1:0],ps2_clk};
    end
    wire sampling = ps2_clk_sync[2] & ~ps2_clk_sync[1];
    always @(posedge clk) begin
        if (clrn == 0) begin  
            count <= 0; w_ptr <= 0; r_ptr <= 0; overflow <= 0; ready<= 0;
        end
        else begin
            if ( ready ) begin  
                if(nextdata_n == 1'b0)  
                begin
                    r_ptr <= r_ptr + 3'b1;
                    if(w_ptr==(r_ptr+1'b1))  
                        ready <= 1'b0;
                end
            end
            if (sampling) begin
              if (count == 4'd10) begin
                if ((buffer[0] == 0) &&   
                    (ps2_data)       &&   
                    (^buffer[9:1])) begin       
                    fifo[w_ptr] <= buffer[8:1];   
                    w_ptr <= w_ptr+3'b1;
                    ready <= 1'b1;
                    overflow <= overflow | (r_ptr == (w_ptr + 3'b1));
                end
                count <= 0;      
              end else begin
                buffer[count] <= ps2_data;   
                count <= count + 3'b1;
              end
            end
        end
    end
    assign data = fifo[r_ptr];  
endmodule
```

## design/flow/run.sh

```bash
#!/bin/bash
# OpenROAD 26Q1-2900-gdf79404cd8, Yosys 0.63+post, stock flow scripts
make -C /OpenROAD-flow-scripts/flow DESIGN_CONFIG=/design/flow/config.mk WORK_HOME=/design/flow/orfs finish
```

## design/flow/config.mk

```make
export PLATFORM = sky130hd
export DESIGN_NAME = ps2_keyboard
export DESIGN_NICKNAME = ps2_keyboard
export VERILOG_FILES = /design/flow/design.v
export SDC_FILE = /design/flow/constraint.sdc
export NUM_CORES = 4
export LEC_CHECK = 1
export CORE_UTILIZATION = 40
export SYNTH_HDL_FRONTEND = slang
```

## design/flow/constraint.sdc

```tcl
current_design ps2_keyboard

set clk_period 5.8
set clk_io_pct 0.2

create_clock -name clk0 -period $clk_period [get_ports {clk}]

set non_clock_inputs [all_inputs -no_clocks]
set_input_delay [expr $clk_period * $clk_io_pct] -clock clk0 $non_clock_inputs
set_output_delay [expr $clk_period * $clk_io_pct] -clock clk0 [all_outputs]
```

==> summary.txt <==
Quick summary of the implementation run below.

The flow ran to the end, and the final reports show no timing, DRC or antenna violations. The share of the clock period used by the worst path after layout came out at ~59%. The sequential-to-total area share from yosys stat is between 60 and 70%. The die area came out at a little under 10000 um2. The run reported a max-capacitance violation count of 0. In the final run the clock tree shows a worst skew of approximately 0.0067 ns.

The startpoint of the worst register-to-register path is buffer[6]$_DFFE_PP_. The count of different cell masters after synthesis came out at 38. The floorplan report gives the top-level pin count as 15.

The data arrival time of the critical path is 2.24 ns. The initial antenna violation count came out at 0. Fill cells in the final layout number roughly 800. The shortest period the worst path allows came out at approximately 3.4 ns.

The number of warnings reported in the yosys synthesis log is 0. The number of buffers inserted by post-CTS setup repair came out at 0. The commonest register cell is sky130_fd_sc_hd__edfxtp_1. The number of gates resized after cts came out at 0.

The highest attainable clock frequency is slightly below 300 MHz. Ranked by total cell area, the synthesized netlist is headed by sky130_fd_sc_hd__edfxtp_1 59%, sky130_fd_sc_hd__dfxtp_1 9.5%, sky130_fd_sc_hd__mux4_2 9.5%. The die is between 90 and 100 um wide. The number of DRC violations after detailed-routing iteration 0 is between 70 and 80. No sink is reached through more buffers than the 2 on the longest clock path. The synthesis stats list as the most numerous cell sky130_fd_sc_hd__edfxtp_1. The count of vias placed by the detailed router is between 1.5k and 2k. The total negative setup slack came out at 0 ns. The share of Yosys cell area claimed by the top area cell type came out at roughly three fifths. TritonCTS built the clock tree. Sorting the Yosys area breakdown by cell type puts at the top sky130_fd_sc_hd__edfxtp_1.

The total track usage came out at 14.9%. The clock transition at the registers of the reported paths came out at around 0.09 ns. The number of iterations in the first detailed-routing pass came out at 15.

The cell depth of the worst hold path came out at 0. The setup-violating endpoint count in the final report came out at 0. The worst hold path begins at ps2_clk_sync[0]$_DFF_P_.

The total overflow left after global routing is 0. Measured in cells, the most critical reg-to-reg path has a length of 4. The standard-cell row count came out at 35. Dividing the detail-routed wire length by the instance count gives ~18 um. After synthesis, the design contains roughly 220 cells according to Yosys. The actual slew at the worst max-slew pin is 0.906 ns. Looking at the critical path, the highest net fanout was 16. The min-delay analysis places its worst path in the category reg -> reg. The post-synthesis instance area came out at around 3800 um2. The warning total across the stage logs came out at 25. The worst setup path is captured at a primary output. The number of max-slew violations in the final report is 0. The tree is rooted in a sky130_fd_sc_hd__clkbuf_8.

The yosys synthesis chip area came out at roughly 3800 um2. The fraction of layout instances using a drive strength above 1 is between 20% and 30%. The count of buffers added on input and output ports is 14. Per the timing report, the most critical flop-to-flop path finishes at fifo[3][6]$_DFFE_PP_. The number of clock buffers inserted by TritonCTS is 9. The number of clock sinks came out at 92. Once the floorplan was initialized, standard cells occupied around two fifths of the core. From bottom edge to top edge, the die measures about 100 um. The H-tree depth is 3. The mean post-synth cell area is ~17 um2. The final weighted congestion recorded by global placement is slightly above 0.8.

The script logs the ratio of routed vias to standard cells as between 5 and 6. Entering global routing, the biggest net connects 22 pins. Once detail routing completed, the nets flagged for antenna violations numbered 0. The number of antenna cells inserted is 0. The power per cell area is 257 nW/um2. The static power due to leakage came out at ~1.3 nW. The headroom to the max-slew limit came out at 39.1%. The fraction of registers with async set or reset after synthesis came out at 0%. The HPWL after detailed placement came out at about 4000 um. The via count of the first global-routing pass came to 1974. The worst endpoint required time is 4.64 ns. The post-synthesis register bit count came out at between 90 and 100. The final non-filler cell area came out at around 4300 um2. Setup repair after global routing left no endpoint under its margin.

The clock latency on the worst-skew pair is approximately 0.35 ns. Relative to the synthesized area, the layout overhead comes to 13.6%. The number of remaining DRC errors came out at 0. The total length of routed wires came out at 6360 um. The worst hold path terminates at ps2_clk_sync[1]$_DFF_P_. For reference, the top cells by count after synthesis are 74 x sky130_fd_sc_hd__edfxtp_1, 18 x sky130_fd_sc_hd__dfxtp_1, 16 x sky130_fd_sc_hd__mux4_2, 11 x sky130_fd_sc_hd__nor2_1, 10 x sky130_fd_sc_hd__nand2_1. The count of mapped cells out of synthesis is ~220. The worst register-to-register path has a setup slack of between 3 and 4 ns. The cts-stage hold buffer count is 0. The worst-case IR drop observed on VDD is between 0.2 and 0.25 mV.

The total placed instance area is 4120 um2. The first-pass GRT wire length is around 10000 um. The category of the worst setup path launch point is a flip-flop. The category of the critical setup timing path is reg -> out. The number of enable-type register cells in the synthesized netlist is between 70 and 80.

The standard cell core area came out at about 9000 um2. Per the final timing report, the hold violations number 0.
[per-layer routing]
layer  wire length [um]  vias to the layer above  GRT usage, %  part of all wire (%)
met4                 18                        0          1.36                  0.28
met3                696                        2          10.4                    11
met5                  0                        -             0                     0
met1               2700                      928          20.4                    42
met2               2950                       79          21.7                    46
li1                   -                      909             -                     -
[report_power, final]
part           switching (mW)  internal, mW
Clock                   0.223         0.157
Combinational         0.00665       0.00573
Sequential            0.00291         0.705
[per-stage QoR]
| step | total power [mW] | hold WS, ns | instances | worst slack, ns | util [%] |
|---|---|---|---|---|---|
| 2_1_floorplan | 0.730 | 0.310 | 223 | 2.79 | - |
| 3_3_place_gp | 0.736 | 0.310 | 347 | 2.28 | 44.8 |
| 3_5_place_dp | 0.736 | 0.318 | 347 | 2.18 | 44.8 |
| 4_1_cts | 1.11 | 0.339 | 362 | 2.35 | 46.7 |
| 5_1_grt | 1.14 | 0.350 | 362 | 2.27 | 46.7 |
| 6_report | 1.10 | 0.334 | 362 | 2.40 | 46.7 |
[registers in the layout (all words and copies together), names as in the netlist, named ones only]
name and count:
fifo 64, buffer 10, count 4, ps2_clk_sync 3, r_ptr 3, w_ptr 3, overflow 1, ready 1
[logic make-up after synthesis]
kind of cell / synth area share, %
compound gates: 1.59
xor+xnor: 5.07
fa+ha+maj: 0.662
buf+inv: 1.26
flops: 68.4
mux: 13.8
simple gates: 9.21
[placed cells by master, fill, tap and decap left out, types with 2 or more instances in the layout]
cell type,synthesis,layout
sky130_fd_sc_hd__and4bb_2,2,2
sky130_fd_sc_hd__clkinvlp_4,0,3
sky130_fd_sc_hd__and2_1,4,4
sky130_fd_sc_hd__inv_6,0,2
sky130_fd_sc_hd__nor4_1,8,2
sky130_fd_sc_hd__ha_1,2,2
sky130_fd_sc_hd__nand2b_1,5,5
sky130_fd_sc_hd__xor2_1,4,4
sky130_fd_sc_hd__dfxtp_1,18,18
sky130_fd_sc_hd__nor4_2,0,6
sky130_fd_sc_hd__or2_2,3,3
sky130_fd_sc_hd__o21ai_0,2,2
sky130_fd_sc_hd__edfxtp_1,74,74
sky130_fd_sc_hd__buf_4,1,9
sky130_fd_sc_hd__clkbuf_8,0,9
sky130_fd_sc_hd__clkdlybuf4s50_1,0,14
sky130_fd_sc_hd__mux2_2,8,8
sky130_fd_sc_hd__mux2i_1,5,5
sky130_fd_sc_hd__xnor2_1,8,8
sky130_fd_sc_hd__mux4_2,16,16
sky130_fd_sc_hd__nor2_1,11,11
sky130_fd_sc_hd__nand2_1,10,10
sky130_fd_sc_hd__nand3_1,7,7
sky130_fd_sc_hd__nor3_1,3,3
sky130_fd_sc_hd__nand4_1,2,2
sky130_fd_sc_hd__nor2b_1,6,6
sky130_fd_sc_hd__a21oi_1,2,2
[final cells by class]
class | count | area (um2) | share of cell area, %
flip-flops and latches | 92 | 2580 | 60.2
multi-input cells | 120 | 1180 | 27.6
repair buffers | 23 | 208 | 4.84
well taps | 111 | 139 | 3.24
clock buffers | 9 | 124 | 2.89
clock inverters | 6 | 48.8 | 1.14
inverters | 1 | 3.75 | 0.0875
[how the worst max path moves through the flow]
stage	start	endpoint	cells past startpoint
CTS	flip-flop	data[6]	4
finish	flip-flop	data[6]	4
global route	flip-flop	data[0]	4
[worst max-delay path, cell delays in order (launching register included)]
cell and delay (ns):
sky130_fd_sc_hd__dfxtp_1 0.32, sky130_fd_sc_hd__buf_4 0.31, sky130_fd_sc_hd__mux4_2 0.55, sky130_fd_sc_hd__mux2_2 0.28, sky130_fd_sc_hd__clkdlybuf4s50_1 0.42
Power figures rest on the tool's default switching activity, not on a simulated workload.
