## flow/config.mk

```make
export PLATFORM = sky130hd
export DESIGN_NAME = seg_decoder
export DESIGN_NICKNAME = seg_decoder
export VERILOG_FILES = /design/flow/design.v
export SDC_FILE = /design/flow/constraint.sdc
export NUM_CORES = 4
export LEC_CHECK = 1
export CORE_AREA = 10 10 70 70
export DIE_AREA = 0 0 80 80
export SYNTH_HDL_FRONTEND = slang
```

## flow/constraint.sdc

```tcl
current_design seg_decoder

set clk_period 1.3
set clk_io_pct 0.2

create_clock -name clk0 -period $clk_period

set non_clock_inputs [all_inputs -no_clocks]
set_input_delay [expr $clk_period * $clk_io_pct] -clock clk0 $non_clock_inputs
set_output_delay [expr $clk_period * $clk_io_pct] -clock clk0 [all_outputs]
```

## flow/design.v

```verilog
module seg_decoder(
    input [4:0] binary_input,  
    output reg [7:0] seg_output  
);
always @(binary_input) begin
    case(binary_input)
		5'h00: seg_output = 8'b0000_0011;  
        5'h01: seg_output = 8'b1001_1111;  
        5'h02: seg_output = 8'b0010_0101;  
        5'h03: seg_output = 8'b0000_1101;  
        5'h04: seg_output = 8'b1001_1001;  
        5'h05: seg_output = 8'b0100_1001;  
        5'h06: seg_output = 8'b0100_0001;  
        5'h07: seg_output = 8'b0001_1111;  
        5'h08: seg_output = 8'b0000_0001;  
        5'h09: seg_output = 8'b0000_1001;  
        5'h0A: seg_output = 8'b0001_0001;  
        5'h0B: seg_output = 8'b1100_0001;  
        5'h0C: seg_output = 8'b0110_0011;  
        5'h0D: seg_output = 8'b1000_0101;  
        5'h0E: seg_output = 8'b0110_0001;  
        5'h0F: seg_output = 8'b0111_0001;  
        default: seg_output = 8'b1111_1111;  
    endcase
end
endmodule
```

## flow/run.sh

```bash
#!/bin/bash
# OpenROAD 26Q1-2900-gdf79404cd8, Yosys 0.63+post, stock flow scripts
make -C /OpenROAD-flow-scripts/flow DESIGN_CONFIG=/design/flow/config.mk WORK_HOME=/design/flow/orfs finish
```

==> Changelog: implementation <==
### Metrics

- Outcome: finished, violations left
- Failing checks: setup timing
- Register area share after synthesis: 0%
- Net Switching: 68.79 uW
- Critical Path, Cell by Cell: buf_12 > inv_8 > ha_4 > or2_1 > a311o_1 > buf_2
- Hold Path Sink: seg_output[2]
- Yosys Instances: 38
- First-pass GRT wire length: 1.669 mm
- M3 GR Usage: 0.3409%
- Lkg Pwr: 0.2624 nW
- Die Span X: 80 um
- PwrDens: 262.1 nW/um^2
- GP Congestion: 0.7961
- Setup crit start kind: input port
- Hold Crit Start: binary_input[3]
- Port bufs: 12
- GR Util All Layers: 3.048%
- Core Box Area: 3416 um^2
- Yosys warning count: 0
- RSZ-0062 raised after global routing: true
- Worst Hold Path Cells: 4
- Area Overhead vs Synth: 102.5%
- Drt initial violations: 9
- 1st-pass router iterations: 3
- Yosys top cell by area: ha_1
- Dpl ws: -1113 ps
- Setup TNS: -678.3 ps
- Hold Path Class: in2out
- Clk pwr share: 0%
- Final Hold Vio Count: 0
- Vias per std cell: 3.308
- Number of OpenROAD warnings: 40
- FP Util: 8.938%
- Area reported by Yosys stat: 305.3 um^2
- I/O pins: 13
- Final count of pins violating max slew: 0
- Via count of the first global-routing pass: 345
- Sequential cell count: 0
- Max Fclk: 0.6574 GHz
- Post-Route WL: 1.010 mm
- Via count: 344
- Syn Inst Count: 38
- Period utilization: 117.0%
- CP peak stage delay: 280 ps
- Fraction of layout cells with a size suffix above 1: 56.90%
- Sequential Power Share: 0%
- CP max FO: 4
- Filler instances: 371
- Die height: 80 um
- DRC viols: 0
- Dpl cells: 104
- ANT cells: 0
- Initial antenna violation count: 0
- Slowest CP cell: a311o_1
- Max-cap violations: 0
- Largest net degree at the start of global routing: 10
- Worst vdd rail ir drop: 0.06202 mV
- Pwr Total: 162.0 uW
- Final hold slack: 1032 ps
- Req. time, crit path: 1040 ps
- Chip footprint: 6400 um^2
- Int Power: 93.21 uW
- Top-count cell post-synth: ha_1
- Min Tclk post-route: 1521 ps
- FP Rows: 21
- Power share of the combinational group: 100.0%
- Congestion Overflow GR: 0
- Dpl hpwl: 790 um
- Post-Synthesis Cell Area: 305.3 um^2
- Flop area: 0 um^2
- Cell area leaders: ha_1 (29%), mux2i_1 (9.8%), mux2_1 (7.4%)
- Syn_area_per_cell: 8.034 um^2
- Most Crowded Layer GR: met2
- Final worst slack: -221.2 ps
- Net Sw Frac: 42.46%
- Top cell area share: 28.69%
- WP data arrival: 1260 ps
- Critical path class: in2out
- Met2 GRT Util: 5.618%
- Number of clock buffers in the layout: 0
- Crit. End Element: output pin
- GR Util met1: 3.889%
- Final antenna-violating net count: 0
- Unique cell type count in the Yosys netlist: 21
- Endpoints failing setup: 7
- Commonest cells in the netlist: ha_1 (7), inv_1 (4), mux2i_1 (3)
- Final std cells w/o fill: 104
- DR WL/cell: 9.712 um
## area by class of cell
cell class / instances / area [um^2] / area share, %
timing repair buffer: 23 / 188.9 / 30.57
multi-input combinational: 31 / 341.6 / 55.26
inverter: 4 / 30.03 / 4.858
tap: 46 / 57.56 / 9.312
## stage by stage
step                util, %  instance area, um^2
detailed placement    15.93                544.3
floorplan                 -                307.8
global placement      15.93                544.3
CTS                   18.02                615.6
global route          18.10                618.1
finish                18.10                618.1
## layout by cell type, fill, tap and decap left out, drive strengths merged
master and instances:
buf 20, ha 7, inv 4, mux2i 3
a32oi 2, nand2b 2, mux2 2, nor3 2
a211o 2, nand2 2, or2 1, and3 1
a311o 1, nand3b 1, o311ai 1, nor2b 1
nor2 1, o221ai 1, conb 1, clkdlybuf4s15 1
clkbuf 1, dlygate4sd2 1
## per-layer routing
metal  up-vias  share of wire (%)
met5         -                  0
met4         0                  0
met3         0                4.8
met2         5                 51
met1       164                 44
li1        175                  -
## power by group through the flow
stage                 clock (mW)  sequential (mW)  combinational (mW)
after CTS                      0                0               0.162
after global routing           0                0               0.179
final                          0                0               0.162
## worst max-delay path, delay by kind of cell
kind	cells	cell delay, ps
buf+inv	3	290
compound gates	1	280
simple gates	1	250
fa+ha+maj	1	180
## repair_timing
| item | 4_1_cts | 5_1_grt |
|---|---|---|
| gates cloned | 0 | 0 |
| gates resized | 65 | 1 |
| setup buffers | 1 | 0 |
| setup endpoints to repair | 7 | 7 |
| pin swaps | 12 | 3 |
| hold buffers | 0 | 0 |
## worst max path at each step
stage	from	to	slack (ps)
4_1_cts	binary_input[0]	seg_output[6]	-240
5_1_grt	binary_input[0]	seg_output[6]	-270
6_report	binary_input[0]	seg_output[6]	-220
## kinds of logic after synthesis
kind of cell,Yosys count,synth area share [%]
multiplexers,5,17.21
adder cells (fa/ha/maj),7,28.69
other,1,1.228
AND/OR/NAND/NOR,11,19.68
buffers and inverters,7,12.70
AND-OR/OR-AND,7,20.50
No activity file was given, so power comes from the tool's default toggle rates.
