**design/flow/config.mk**
```make
export PLATFORM = sky130hd
export DESIGN_NAME = scan_to_ascii
export DESIGN_NICKNAME = scan_to_ascii
export VERILOG_FILES = /design/flow/design.v
export SDC_FILE = /design/flow/constraint.sdc
export NUM_CORES = 4
export LEC_CHECK = 1
export CORE_AREA = 10 10 73 73
export DIE_AREA = 0 0 83 83
export SYNTH_HDL_FRONTEND = slang
```
**design/flow/constraint.sdc**
```tcl
current_design scan_to_ascii

set clk_period 2.0
set clk_io_pct 0.2

create_clock -name clk0 -period $clk_period

set non_clock_inputs [all_inputs -no_clocks]
set_input_delay [expr $clk_period * $clk_io_pct] -clock clk0 $non_clock_inputs
set_output_delay [expr $clk_period * $clk_io_pct] -clock clk0 [all_outputs]
```
**design/flow/design.v**
```verilog
module scan_to_ascii (
    input wire [7:0] scan_code,
    output reg [7:0] ascii_code
);
always @(scan_code) begin
    case (scan_code)
        8'h1C: ascii_code = "a";
        8'h32: ascii_code = "b";
        8'h21: ascii_code = "c";
        8'h23: ascii_code = "d";
        8'h24: ascii_code = "e";
        8'h2B: ascii_code = "f";
        8'h34: ascii_code = "g";
        8'h33: ascii_code = "h";
        8'h43: ascii_code = "i";
        8'h3B: ascii_code = "j";
        8'h42: ascii_code = "k";
        8'h4B: ascii_code = "l";
        8'h3A: ascii_code = "m";
        8'h31: ascii_code = "n";
        8'h44: ascii_code = "o";
        8'h4D: ascii_code = "p";
        8'h15: ascii_code = "q";
        8'h2D: ascii_code = "r";
        8'h1B: ascii_code = "s";
        8'h2C: ascii_code = "t";
        8'h3C: ascii_code = "u";
        8'h2A: ascii_code = "v";
        8'h1D: ascii_code = "w";
        8'h22: ascii_code = "x";
        8'h35: ascii_code = "y";
        8'h1A: ascii_code = "z";
        8'h45: ascii_code = "0";
        8'h16: ascii_code = "1";
        8'h1E: ascii_code = "2";
        8'h26: ascii_code = "3";
        8'h25: ascii_code = "4";
        8'h2E: ascii_code = "5";
        8'h36: ascii_code = "6";
        8'h3D: ascii_code = "7";
        8'h3E: ascii_code = "8";
        8'h46: ascii_code = "9";
        default: ascii_code = 8'h00;  
    endcase
end
endmodule
```
**design/flow/run.sh**
```bash
#!/bin/bash
# OpenROAD 26Q1-2900-gdf79404cd8, Yosys 0.63+post, stock flow scripts
make -C /OpenROAD-flow-scripts/flow DESIGN_CONFIG=/design/flow/config.mk WORK_HOME=/design/flow/orfs finish
```
==> flow_metrics.py <==
# Synthesis and PnR figures
metrics = {
    "status": {
        "status": "finished with violations",
        "failed_checks": "negative setup slack",
    },
    "min_path": {
        "min_path_cells": 3,
        "hp-start": "scan_code[7]",
        "hold_class": "in -> out",
    },
    "flow_run": {
        "warnings": 40,
        "maxCapViolCount": 0,
    },
    "drt": {
        "antenna_cells": 0,
        "finalWirelength_mm": 3.54,
        "num_vias": 1168,
        "drc": 0,
        "ant_nets": 0,
        "drtIter0Drc": 96,
        "drtPass1Iterations": 4,
        "routedWlPerCell_um": 15.6,
        "avgViaCountPerCell": 5.15,
    },
    "place": {
        "placed_cells": 217,
        "place.gp.congestion": 0.936,
        "post_dp_cell_area_mm2": 0.00128,
        "dp_hpwl_mm": 2.36,
        "io_buffers": 15,
    },
    "worst_setup_path": {
        "path_cells": "buf_6 -> buf_6 -> ha_4 -> or3b_4 -> o21a_1 -> mux4_2 -> a31o_1 -> buf_2",
        "arrival_ns": 1.99,
        "path_depth": 8,
        "critPathLaunch": "scan_code[1]",
        "critPathMaxStageDelay_ns": 0.45,
        "critPathMaxFanout": 2,
        "crit_slowest_cell": "mux4_2",
        "criticalPathCategory": "in -> out",
        "cp_top_family": "multiplexers",
        "end_kind": "output port",
        "crit_buf_inv": 3,
        "cpMostUsedCell": "buf_6",
        "required_ns": 1.60,
        "start_kind": "input pin",
    },
    "die": {
        "rows": 22,
        "initial_utilization_pct": 21.1,
        "die_h_um": 83,
        "chipArea_mm2": 0.00689,
        "io_pins": 16,
        "die_w_um": 83,
        "core_area_mm2": 0.00374,
    },
    "logic_synthesis": {
        "ys_seq_share_pct": 0,
        "syn_area_per_cell_um2": 6.54,
        "ys_area_um2": 791,
        "synth.distinct_cells": 39,
        "ys_cells": 121,
        "yosys_warnings": 0,
        "syn_inst": 121,
        "synth.cell_area_um2": 791,
    },
    "power": {
        "power.density_mw_per_mm2": 205,
        "ir_drop_mv": 0.122,
        "p_leak_nw": 0.706,
    },
    "timing": {
        "fmax_mhz": 419,
        "slew_violations": 0,
        "hold_viol": 0,
        "setup_ws_ns": -0.388,
        "fin_crit_sh_pct": 119,
        "rsz0062_at_grt": "true",
        "layout_min_cycle_time_ns": 2.39,
        "finalSetupTns_ns": -1.09,
        "setup_viol": 6,
    },
    "global_route": {
        "grt_pass1_wl_mm": 5.82,
        "grt_overflow": 0,
        "antenna_found_initial": 0,
        "track_usage_pct": 9.39,
        "grt_pass1_vias": 1163,
        "grt_max_degree": 11,
    },
    "layout": {
        "final_common_cell": "buf_4",
        "area_growth_pct": 105,
        "final-seq-area_um2": 0,
        "utilization_pct": 43.3,
        "fin_cells": 227,
        "drive_above_1_share_pct": 59.2,
        "flop-count": 0,
        "fin_area_mm2": 0.00162,
        "final_cell_mix": "buf_4 (39), buf_6 (15), a21oi_1 (11)",
        "clockBufferCount": 0,
    },
}
[tightest hold or removal path, stage by stage]
cell	delay (ns)
dlymetal6s2s_1	0.20
a221oi_1	0.07
buf_2	0.12
[per-layer routing]
layer  GRT usage (%)  part of all wire (%)  vias to the layer above
met2            15.8                    48                       36
met5               0                     0                        -
met4           0.462                   1.2                        0
met1            13.4                    47                      556
met3           0.394                   4.2                        4
li1                -                     -                      572
[stage by stage]
stage	total power, mW	hold WS (ns)	setup slack (ns)
2_1_floorplan	0.120	0.811	-0.174
3_3_place_gp	0.248	1.87	-1.14
3_5_place_dp	0.246	1.87	-1.14
4_1_cts	0.307	1.45	-0.390
5_1_grt	0.354	1.24	-0.459
6_report	0.332	1.19	-0.388
[logic make-up (layout without fill, tap and decap cells)]
logic type,after synthesis,after routing,synth area share (%)
AOI/OAI and AO/OA,48,48,41.0
buffers and inverters,18,76,9.81
muxes,7,7,10.9
and+or+nand+nor,40,40,26.7
adders and majority gates,7,7,11.1
other,1,1,0.474
[power by group]
part	internal, mW	switching (mW)	total (mW)
sequential	0	0	0
combinational	0.174	0.158	0.332
clock	0	0	0
total	0.174	0.158	0.332
[cell usage after synthesis, types with 2 or more instances]
cell type / instances / share of area [%]
and2_1: 2 / 1.6
o21a_1: 2 / 1.9
a2111oi_0: 2 / 2.2
a21oi_1: 14 / 8.9
o221ai_1: 3 / 3.3
nor2_1: 6 / 2.8
buf_2: 2 / 1.3
a21o_1: 2 / 1.9
a311oi_1: 3 / 3.3
nor3_1: 2 / 1.3
nand2b_1: 7 / 5.5
nand3b_1: 3 / 2.8
ha_1: 7 / 11
clkbuf_1: 6 / 2.8
mux2_2: 3 / 4.3
o21ai_0: 5 / 3.2
buf_4: 2 / 1.9
inv_1: 7 / 3.3
a31oi_1: 4 / 3.2
nand2_1: 10 / 4.7
a221oi_1: 2 / 2.2
nor2b_1: 5 / 4.0
nand3_1: 2 / 1.3
o211ai_1: 3 / 2.8
mux2i_1: 3 / 3.8
[repair_timing]
item	4_1_cts	5_1_grt
pin swaps	24	6
hold buffers	0	0
resized	94	14
gates cloned	2	0
endpoints found under the setup margin	7	7
setup buffers	9	0
[layout make-up]
| type | instances | area (um2) |
|---|---|---|
| fill | 371 | 2120 |
| multi-input combinational | 103 | 960 |
| timing repair buffer | 68 | 568 |
| tap | 48 | 60.1 |
| inverter | 8 | 32.5 |
[worst paths after layout]
check,end
worst min-delay path,ascii_code[6]
worst max-delay path,ascii_code[1]
Power is estimated from default activity; no workload was simulated.
